**flow/run.sh**
```bash
#!/bin/bash
# OpenROAD 26Q1-2900-gdf79404cd8, Yosys 0.63+post, stock flow scripts
make -C /OpenROAD-flow-scripts/flow DESIGN_CONFIG=/design/flow/config.mk WORK_HOME=/design/flow/orfs finish
```
**flow/config.mk**
```make
export PLATFORM = sky130hd
export DESIGN_NAME = IRTransmitter
export DESIGN_NICKNAME = IRTransmitter
export VERILOG_FILES = /design/flow/design.v
export SDC_FILE = /design/flow/constraint.sdc
export NUM_CORES = 4
export LEC_CHECK = 1
export CORE_UTILIZATION = 50
```
**flow/constraint.sdc**
```tcl
current_design IRTransmitter

set clk_period 8.0
set clk_io_pct 0.2

create_clock -name clk0 -period $clk_period [get_ports {CLK}]

set non_clock_inputs [all_inputs -no_clocks]
set_input_delay [expr $clk_period * $clk_io_pct] -clock clk0 $non_clock_inputs
set_output_delay [expr $clk_period * $clk_io_pct] -clock clk0 [all_outputs]
```
**flow/design.v**
```verilog
`timescale 1ns / 1ps
module ReadOnlyBusInterface
#(
    parameter IO_ADDRESS = 8'h90
)
(
    input  CLK,
    input  RESET,
    input  BUS_WE,
    input  [7:0] ADDR,
    input  [7:0] DATA_IN,
    output [7:0] DATA_OUT
);
reg [7:0] data_out;
always@(posedge CLK)
    if (RESET) 
        data_out <= 8'h0;
    else 
        if(BUS_WE & (ADDR == IO_ADDRESS) ) 
            data_out <= DATA_IN;
        else 
            data_out <= data_out;
assign DATA_OUT = data_out;
endmodule
`timescale 1ns / 1ps
module ClockDivider
#(
    parameter IN_MHZ        = 100,
    parameter OUT_KHZ       = 0.01,
    parameter COUNTER_WIDTH = 25
)
(
    input  CLK,
    input  RESET,
    output CLK_OUT
);
reg clk_out;
reg [COUNTER_WIDTH-1:0] count;
reg [COUNTER_WIDTH-1:0] bound=(1000*IN_MHZ/ OUT_KHZ / 2 - 1);  
always @ (posedge CLK)
    if(RESET == 1'b1) count <= 0;
    else if( count == bound ) count <= 0;
    else count <= count + 1'b1;
always @ (posedge CLK)
    if(RESET == 1'b1) clk_out <= 0;
    else if( count == bound ) clk_out <= ~clk_out;      
    else clk_out <= clk_out;  
assign CLK_OUT = clk_out;
endmodule
`timescale 1ns / 1ps
module EdgeDetector
(
  input  CLK,
  input  RESET,
  input  ORIGINAL,
  output SAMPLED
);
reg [1:0] delay;
always @ (posedge CLK)
  if(RESET == 1'b1) delay <= 0;
  else delay<={delay[0],ORIGINAL};
assign SAMPLED = delay[0] && ~delay[1];       
endmodule
`timescale 1ns / 1ps
module IRTransmitter
#(
    parameter IO_ADDRESS            = 8'h90,
    parameter IN_MHZ                = 100,
    parameter SM_KHZ                = 40,
    parameter START_BURST_SIZE      = 88,
    parameter CAR_SELECT_BURST_SIZE = 22,
    parameter GAP_SIZE              = 40,              
    parameter ASSERT_BURST_SIZE     = 44,    
    parameter DEASSERT_BURST_SIZE   = 22
)
(
    input CLK,  
    input RESET,
    input  BUS_WE,
    input [7:0] BUS_ADDR,
    input [7:0] BUS_DATA,
    output IR_LED,
    output [3:0] SEL,
    output [7:0] DIGIT
);
wire clk_10hz;    
wire send_packet; 
wire clk_sm;      
wire carrier_en; 
wire [7:0] data_out;
ReadOnlyBusInterface
#(
    .IO_ADDRESS(IO_ADDRESS)         
)
U_ReadOnlyBusInterface
(
    .CLK     (CLK),
    .RESET   (RESET),
    .BUS_WE  (BUS_WE),
    .ADDR    (BUS_ADDR),
    .DATA_IN (BUS_DATA),
    .DATA_OUT(data_out)
);
ClockDivider
#(
    .IN_MHZ       (IN_MHZ),
    .OUT_KHZ      (0.01),
    .COUNTER_WIDTH(25)
)
CLOCK_DIVIDER_10HZ
(
    .CLK    (CLK),
    .RESET  (RESET),
    .CLK_OUT(clk_10hz)
);
EdgeDetector 
U_EdgeDetector
(
    .CLK     (clk_sm),
    .RESET   (RESET),
    .ORIGINAL(clk_10hz),
    .SAMPLED (send_packet)
);
ClockDivider
#(
    .IN_MHZ       (IN_MHZ),
    .OUT_KHZ      (SM_KHZ),
    .COUNTER_WIDTH(12)
)
CLOCK_DIVIDER_40KHZ
(
    .CLK    (CLK),
    .RESET  (RESET),
    .CLK_OUT(clk_sm)
);
IRTransmitterSM
#(
    .START_BURST_SIZE     (START_BURST_SIZE),
    .CAR_SELECT_BURST_SIZE(CAR_SELECT_BURST_SIZE),
    .GAP_SIZE             (GAP_SIZE),              
    .ASSERT_BURST_SIZE    (ASSERT_BURST_SIZE),    
    .DEASSERT_BURST_SIZE  (DEASSERT_BURST_SIZE),
    .COUNTER_WIDTH        (11)  
)
U_IRTransmitterSM
(
    .RESET      (RESET),
    .CLK        (clk_sm),
    .SEND_PACKET(send_packet),
    .COMMAND    (data_out[3:0]),
    .CARRIER_EN (carrier_en),
    .IR_LED     (IR_LED)
);
SEVEN_SEG 
U_SEVEN_SEG
(
  .CLK    (clk_sm),
  .RESET  (RESET),
  .EN     (carrier_en),
  .COMMAND(data_out[3:0]),
  .SEL    (SEL),
  .DIGIT  (DIGIT)
);
endmodule
`timescale 1ns / 1ps
module IRTransmitterSM
#(
    parameter START_BURST_SIZE      = 88,
    parameter CAR_SELECT_BURST_SIZE = 22,
    parameter GAP_SIZE              = 40,
    parameter ASSERT_BURST_SIZE     = 44,
    parameter DEASSERT_BURST_SIZE   = 22,
    parameter COUNTER_WIDTH         = 12
)
(
    input RESET,
    input CLK,
    input SEND_PACKET,
    input [3:0] COMMAND,
    output IR_LED,
    output reg CARRIER_EN
);
reg [2:0] curr_state;
reg [2:0] next_state;
reg [COUNTER_WIDTH-1:0] curr_count;
localparam IDLE       = 3'b000;
localparam START      = 3'b001;
localparam CAR_SELECT = 3'b011;
localparam RIGHT      = 3'b010;
localparam LEFT       = 3'b110;
localparam BACKWARD   = 3'b111;
localparam FORWARD    = 3'b101;
always@(posedge CLK) 
    if (curr_state == IDLE) curr_count <= 0;           
    else curr_count <= curr_count + 1;                
 always@(posedge CLK) 
    if(RESET == 1'b1) curr_state <= IDLE;
    else curr_state <= next_state;    
always@(*) 
    case(curr_state)
        IDLE:       if (SEND_PACKET == 1'b1) next_state = START; 
                    else next_state = curr_state;
        START:      if (curr_count == START_BURST_SIZE + GAP_SIZE) next_state = CAR_SELECT;           
                    else next_state = curr_state;            
        CAR_SELECT: if (curr_count == START_BURST_SIZE + GAP_SIZE + CAR_SELECT_BURST_SIZE + GAP_SIZE) 
                        next_state = RIGHT;
                    else next_state = curr_state;
        RIGHT:      if (curr_count == START_BURST_SIZE + GAP_SIZE + CAR_SELECT_BURST_SIZE + GAP_SIZE
                                      + ASSERT_BURST_SIZE -(~|COMMAND[0]*DEASSERT_BURST_SIZE) + GAP_SIZE)                             
                        next_state = LEFT;
                    else next_state = curr_state;  
        LEFT:       if (curr_count == START_BURST_SIZE + GAP_SIZE + CAR_SELECT_BURST_SIZE + GAP_SIZE
                                      + ASSERT_BURST_SIZE -(~|COMMAND[0]*DEASSERT_BURST_SIZE) + GAP_SIZE 
                                      + ASSERT_BURST_SIZE -(~|COMMAND[1]*DEASSERT_BURST_SIZE) + GAP_SIZE)           
                        next_state = BACKWARD;
                    else next_state = curr_state;
        BACKWARD:   if (curr_count == START_BURST_SIZE + GAP_SIZE + CAR_SELECT_BURST_SIZE + GAP_SIZE
                                      + ASSERT_BURST_SIZE -(~|COMMAND[0]*DEASSERT_BURST_SIZE) + GAP_SIZE 
                                      + ASSERT_BURST_SIZE -(~|COMMAND[1]*DEASSERT_BURST_SIZE) + GAP_SIZE 
                                      + ASSERT_BURST_SIZE -(~|COMMAND[2]*DEASSERT_BURST_SIZE) + GAP_SIZE)           
                        next_state = FORWARD;
                    else next_state = curr_state;
        FORWARD:    if (curr_count == START_BURST_SIZE + GAP_SIZE + CAR_SELECT_BURST_SIZE + GAP_SIZE
                                      + ASSERT_BURST_SIZE -(~|COMMAND[0]*DEASSERT_BURST_SIZE) + GAP_SIZE 
                                      + ASSERT_BURST_SIZE -(~|COMMAND[1]*DEASSERT_BURST_SIZE) + GAP_SIZE 
                                      + ASSERT_BURST_SIZE -(~|COMMAND[2]*DEASSERT_BURST_SIZE) + GAP_SIZE 
                                      + ASSERT_BURST_SIZE -(~|COMMAND[3]*DEASSERT_BURST_SIZE) + GAP_SIZE)          
                        next_state = IDLE;
                    else next_state = curr_state;
        default: next_state = IDLE;          
    endcase
always@(*)
    case(curr_state)
        IDLE:       CARRIER_EN = 1'b0;
        START:      if (curr_count <= START_BURST_SIZE ) CARRIER_EN = 1'b1;           
                    else CARRIER_EN = 1'b0;           
        CAR_SELECT: if (curr_count <= START_BURST_SIZE + GAP_SIZE + CAR_SELECT_BURST_SIZE) 
                        CARRIER_EN = 1'b1; 
                    else CARRIER_EN = 1'b0; 
        RIGHT:      if (curr_count <= START_BURST_SIZE + GAP_SIZE + CAR_SELECT_BURST_SIZE + GAP_SIZE
                                      + ASSERT_BURST_SIZE -(~|COMMAND[0]*DEASSERT_BURST_SIZE) )                             
                        CARRIER_EN = 1'b1;
                    else CARRIER_EN = 1'b0;
        LEFT:       if (curr_count <= START_BURST_SIZE + GAP_SIZE + CAR_SELECT_BURST_SIZE + GAP_SIZE
                                      + ASSERT_BURST_SIZE -(~|COMMAND[0]*DEASSERT_BURST_SIZE) + GAP_SIZE 
                                      + ASSERT_BURST_SIZE -(~|COMMAND[1]*DEASSERT_BURST_SIZE) )           
                        CARRIER_EN = 1'b1;
                    else CARRIER_EN = 1'b0;
        BACKWARD:   if (curr_count <= START_BURST_SIZE + GAP_SIZE + CAR_SELECT_BURST_SIZE + GAP_SIZE
                                      + ASSERT_BURST_SIZE -(~|COMMAND[0]*DEASSERT_BURST_SIZE) + GAP_SIZE 
                                      + ASSERT_BURST_SIZE -(~|COMMAND[1]*DEASSERT_BURST_SIZE) + GAP_SIZE 
                                      + ASSERT_BURST_SIZE -(~|COMMAND[2]*DEASSERT_BURST_SIZE) )           
                        CARRIER_EN = 1'b1;
                    else CARRIER_EN = 1'b0;
        FORWARD:    if (curr_count <= START_BURST_SIZE + GAP_SIZE + CAR_SELECT_BURST_SIZE + GAP_SIZE
                                      + ASSERT_BURST_SIZE -(~|COMMAND[0]*DEASSERT_BURST_SIZE) + GAP_SIZE 
                                      + ASSERT_BURST_SIZE -(~|COMMAND[1]*DEASSERT_BURST_SIZE) + GAP_SIZE 
                                      + ASSERT_BURST_SIZE -(~|COMMAND[2]*DEASSERT_BURST_SIZE) + GAP_SIZE 
                                      + ASSERT_BURST_SIZE -(~|COMMAND[3]*DEASSERT_BURST_SIZE) )          
                        CARRIER_EN = 1'b1;
                    else CARRIER_EN = 1'b0;
        default: CARRIER_EN = 1'b0;        
    endcase
assign IR_LED = ( CARRIER_EN == 1'b1 ) ? CLK : 1'b0;
endmodule
`timescale 1ns / 1ps
module SEVEN_SEG
(
  input CLK,
  input EN,
  input RESET,
  input [3:0] COMMAND,
  output reg [3:0] SEL,
  output reg [7:0] DIGIT
);
reg [1:0] next_state;
reg [1:0] curr_state;
localparam IDLE   = 2'b11;
localparam LR     = 2'b10;
localparam FB     = 2'b01;
localparam L   = 8'hC7;
localparam R   = 8'hAF;
localparam B   = 8'h83;
localparam F   = 8'h8E;
localparam NIL = 8'hFF;
always @(posedge CLK)begin
    if(RESET == 1'b1) curr_state <= IDLE;
    else  curr_state <= next_state;
end
always@(*) 
    case(curr_state)
            IDLE:   if (EN == 1'b1) next_state = LR; 
                    else next_state = curr_state;
            LR:     next_state = FB; 
            FB:     next_state = LR;
            default: next_state = IDLE;
    endcase
always @(*)
    case(curr_state)
            IDLE:   SEL = {IDLE,IDLE}; 
            LR:     if(COMMAND[0] || COMMAND[1]) SEL = {IDLE,LR}; 
                    else SEL = {IDLE,IDLE}; 
            FB:     if(COMMAND[2] || COMMAND[3]) SEL = {IDLE,FB};  
                    else SEL = {IDLE,IDLE};  
            default: SEL = {IDLE,IDLE}; 
    endcase
always @(*)
    case(curr_state)
            IDLE:   DIGIT = NIL; 
            LR:     if(COMMAND[0] == 1'b1) DIGIT = R;
                    else if(COMMAND[1] == 1'b1 ) DIGIT = L;
                    else DIGIT = NIL;
            FB:     if(COMMAND[2] == 1'b1) DIGIT = B;
                    else if(COMMAND[3] == 1'b1 ) DIGIT = F;
                    else DIGIT = NIL;
            default: DIGIT = NIL;
    endcase    
endmodule
```
==> flow_summary.rst <==
Flow metrics
------------

.. list-table::
   :header-rows: 1

   * - Metric
     - Value
   * - Buffers and inverters on the worst path
     - 5
   * - Unrepaired setup endpoints after global routing
     - yes
   * - Violated checks
     - setup timing
   * - Root Driver
     - sky130_fd_sc_hd__clkbuf_16
   * - Critical path launch point type
     - register
   * - Clock period minus worst slack
     - 8430 ps
   * - Clock Skew
     - ~12 ps
   * - Share of the core filled with cells in the final layout
     - between 60 and 70%
   * - Dominant Register Cell
     - sky130_fd_sc_hd__dfxtp_1
   * - TritonCTS clock tree
     - yes
   * - Peak VDD IR
     - between 0.15 and 0.2 mV
   * - Total length of routed wires
     - slightly above 20,000 um
   * - Sum of net half-perimeters after detailed placement
     - approximately 17,000 um
   * - Core Util at FP
     - about half
   * - Final worst hold slack
     - between 400 and 500 ps
   * - Remaining antenna violation count after routing
     - 0
   * - Residual DRC count
     - 0
   * - GP Congestion
     - 0.896
   * - Routed len/inst
     - between 10 and 15 um
   * - CP Data Required Time
     - between 6000 and 7000 ps
   * - Total global routing track utilization
     - a little over a quarter
   * - Fraction of registers with async set or reset after synthesis
     - 0%
   * - Cell count after synthesis
     - 1,014
   * - Area of the die
     - between 0.015 and 0.02 mm2
   * - Hold/Removal Path Class
     - register to register
   * - Endpoint arrival time on the critical path
     - roughly 6800 ps
   * - Number of DRC violations after detailed-routing iteration 0
     - around 330
   * - Average instance area after synthesis
     - between 7 and 8 um2
   * - Setup violation total in the final timing report
     - 1
   * - Clock latency at the later pin of the worst-skew pair
     - approximately 290 ps
   * - Number of vias per cell after detailed routing
     - 5.38
   * - Y dimension of the die
     - approximately 130 um
   * - Total non-filler cell area in the finished layout
     - ~0.011 mm2
   * - Period Utilization, post-route
     - 105%
   * - Most frequent cells in the layout
     - 219 x sky130_fd_sc_hd__buf_4, 98 x sky130_fd_sc_hd__nor2_1, 82 x sky130_fd_sc_hd__ha_1
   * - Synth Warn #
     - 8
   * - Cell area after placement
     - just under 0.01 mm2
   * - Class of the most critical setup path
     - register to primary output
   * - Distinct cells, synth
     - approximately 99
   * - Placement Rows
     - roughly 45
   * - Filler-free cell count of the finished design
     - 1,457
   * - H-tree depth reported by CTS
     - 2
   * - Global-route wire length before repair
     - around 35,000 um
   * - Most frequent standard cell in the layout excluding fill and tap cells
     - sky130_fd_sc_hd__buf_4
   * - Count of unclocked register or latch pins
     - 23
   * - Number of storage elements in the synthesis netlist
     - roughly 66
   * - I/O Pins
     - 32
   * - Number of maximum-capacitance violations
     - 0
   * - Die width
     - roughly 130 um
   * - Number of buffers inserted by port buffering
     - 23
   * - Synth Seq Share
     - roughly 17%
   * - Tightest slew margin relative to the limit
     - between 40% and 50%
   * - Clock-pin slew reported for the worst setup and hold paths after clock tree synthesis
     - 70 ps
   * - Clock Path Buffers
     - 2
   * - Worst path slowest cell
     - sky130_fd_sc_hd__fa_2
   * - Total cell area reported by yosys after synthesis
     - ~0.0078 mm2
   * - Area of the placeable core
     - about 0.015 mm2
   * - Post-CTS Hold Buffers
     - 0
   * - Number of pins exceeding their max-slew limit in the final report
     - 0
   * - Count of endpoints failing hold in the final timing report
     - 0
   * - Count of instantiated cells in the yosys netlist
     - approximately 1k
   * - Crit-path max cell delay
     - a little over 600 ps
   * - Area growth from synthesis to layout
     - 34.6%
   * - Fraction of final layout cells sized beyond drive strength 1
     - between 20% and 30%
   * - Endpoints left unconstrained
     - 23
   * - Worst slew pin tran
     - roughly 800 ps
   * - Kind of end point of the critical path
     - primary output
   * - Post-layout worst setup margin
     - -430 ps
   * - Family with the most delay on the worst path
     - AND-OR/OR-AND gates
   * - Leakage power figure
     - ~4.5 nW
   * - Inserted Clock Buffers
     - 5
   * - Vias in the first global route
     - around 7.1k
   * - Number of instances in the placed design
     - 1,419
   * - Number of enable-type register cells in the synthesized netlist
     - 0
   * - Detailed-router iteration count before antenna repair
     - 5
   * - OpenROAD warning count
     - about 53
   * - Count of vias placed by the detailed router
     - a little under 8k
   * - Maximum frequency from static timing analysis
     - between 100 and 150 MHz
   * - Pin count of the biggest net entering global routing
     - 26
   * - Cell Area, Synth
     - slightly below 0.008 mm2
   * - Global-route congestion overflow total
     - 0
   * - Antenna cells
     - 0
   * - Power density over the cells
     - between 60 and 70 mW/mm2
   * - Number of antenna violations at the first check in global routing
     - 0
   * - Max FO, Critical Path
     - 6
   * - Result of the run
     - complete, but fails checks
-- path summary, 6_finish.rpt --
path,end,cells past startpoint,slack [ps],from
max,IR_LED,27,-430,U_ReadOnlyBusInterface.data_out[0]
max reg2reg,CLOCK_DIVIDER_10HZ.count[24],8,5830,CLOCK_DIVIDER_10HZ.count[0]
min,CLOCK_DIVIDER_10HZ.count[0],1,460,CLOCK_DIVIDER_10HZ.count[0]
min reg2reg,CLOCK_DIVIDER_10HZ.count[0],1,460,CLOCK_DIVIDER_10HZ.count[0]
-- metrics by stage --
step	worst slack (ps)	power [mW]	setup TNS [ps]
CTS	-524	0.693	-524
global route	-760	0.731	-760
finish	-430	0.688	-430
floorplan	-147	0.364	-147
detailed placement	-505	0.459	-505
global placement	-487	0.458	-487
-- report_power, final --
part | internal [mW] | leakage [nW] | switching [mW]
clock | 0.117 | 0.0708 | 0.0931
combinational | 0.136 | 3.85 | 0.123
sequential | 0.216 | 0.535 | 0.00257
total | 0.469 | 4.45 | 0.218
-- state kept, by name, indices dropped and copies added, names as in the netlist --
signal / cells
CLOCK_DIVIDER_10HZ.clk_out: 1
CLOCK_DIVIDER_10HZ.count: 25
CLOCK_DIVIDER_40KHZ.clk_out: 1
CLOCK_DIVIDER_40KHZ.count: 12
U_EdgeDetector.delay: 2
U_IRTransmitterSM.curr_count: 11
U_IRTransmitterSM.curr_state: 7
U_ReadOnlyBusInterface.data_out: 4
U_SEVEN_SEG.curr_state: 3
-- cell type report --
class | count | area [um2]
fillers | 1242 | 4730
inverters | 76 | 292
clock inverters | 3 | 22.5
repair buffers | 251 | 1990
flip-flops and latches | 66 | 1330
multi-input cells | 845 | 6510
well taps | 211 | 264
clock buffers | 5 | 125
-- repair_timing --
item	4_1_cts	5_1_grt
setup buffers	20	10
resized	50	18
pin swaps	36	29
setup endpoints to repair	1	1
-- routing by layer --
| metal | track usage, % | wire length [um] | part of all wire [%] | vias up |
|---|---|---|---|---|
| met4 | 2.17 | 170 | 0.82 | 0 |
| met3 | 1.41 | 494 | 2.4 | 8 |
| met1 | 40.2 | 10200 | 49 | 3596 |
| li1 | - | - | - | 4137 |
| met5 | 0 | 0 | 0 | - |
| met2 | 45.5 | 9810 | 48 | 93 |
-- cells in the mapped netlist (5+ instances only) --
master | instances | area, um2
sky130_fd_sc_hd__o21a_1 | 22 | 165
sky130_fd_sc_hd__nand2b_1 | 23 | 144
sky130_fd_sc_hd__or3_1 | 11 | 68.8
sky130_fd_sc_hd__nor4b_1 | 7 | 61.3
sky130_fd_sc_hd__a211oi_1 | 12 | 90.1
sky130_fd_sc_hd__nor4_1 | 14 | 87.6
sky130_fd_sc_hd__and2_1 | 6 | 37.5
sky130_fd_sc_hd__nor3_1 | 18 | 90.1
sky130_fd_sc_hd__a31oi_1 | 10 | 62.6
sky130_fd_sc_hd__ha_1 | 92 | 1150
sky130_fd_sc_hd__a21o_1 | 10 | 75.1
sky130_fd_sc_hd__nor2b_1 | 20 | 125
sky130_fd_sc_hd__inv_1 | 72 | 270
sky130_fd_sc_hd__o211ai_1 | 9 | 67.6
sky130_fd_sc_hd__o21ai_0 | 44 | 220
sky130_fd_sc_hd__o31ai_1 | 9 | 67.6
sky130_fd_sc_hd__and3_1 | 20 | 125
sky130_fd_sc_hd__buf_4 | 5 | 37.5
sky130_fd_sc_hd__xnor2_1 | 51 | 447
sky130_fd_sc_hd__a21oi_1 | 53 | 265
sky130_fd_sc_hd__a211o_1 | 6 | 52.6
sky130_fd_sc_hd__nor2_1 | 104 | 390
sky130_fd_sc_hd__buf_2 | 5 | 25.0
sky130_fd_sc_hd__nand4_1 | 20 | 125
sky130_fd_sc_hd__xor2_1 | 39 | 342
sky130_fd_sc_hd__mux2i_1 | 14 | 140
sky130_fd_sc_hd__dfxtp_1 | 66 | 1320
sky130_fd_sc_hd__clkbuf_1 | 21 | 78.8
sky130_fd_sc_hd__nand3_1 | 42 | 210
sky130_fd_sc_hd__or2_2 | 7 | 43.8
sky130_fd_sc_hd__nand2_1 | 64 | 240
-- kinds of logic after synthesis --
family          count (synthesis)  share of synthesized area [%]
compound gates                237                           21.6
xor+xnor                       92                           10.6
fa+ha+maj                      96                           15.7
buf+inv                       110                           5.73
flops                          66                           16.9
mux                            17                           2.22
other cells                     1                         0.0480
simple gates                  395                           27.1
Power figures rest on the tool's default switching activity, not on a simulated workload.
