==> /design/flow/design.v <==
`timescale 1ns / 1ps
module Timer
(
    input CLK,
    input RESET,
    inout  [7:0] BUS_DATA,
    input  [7:0] BUS_ADDR,
    input  BUS_WE,
    input  BUS_INTERRUPT_ACK,   
    output BUS_INTERRUPT_RAISE
);
localparam [7:0] TimerBaseAddr   = 8'hF0; 
localparam InitialIterruptRate   = 10;   
localparam InitialIterruptEnable = 1'b1;  
reg [31:0] DownCounter;
reg [31:0] Timer;
reg [31:0] LastTime;
reg [7:0]  InterruptRate;
reg InterruptEnable; 
reg TargetReached;
reg TransmitTimerValue;
reg Interrupt;
always@(posedge CLK) begin
    if(RESET)
        DownCounter <= 0;
    else begin
        if(DownCounter == 32'd999999)
            DownCounter <= 0;
        else
            DownCounter <= DownCounter + 1'b1;
    end
end
always@(posedge CLK) begin
    if(BUS_ADDR == TimerBaseAddr)
        TransmitTimerValue <= 1'b1;
    else
        TransmitTimerValue <= 1'b0;
end
always@(posedge CLK) begin
    if(RESET)
        InterruptRate <= InitialIterruptRate;
    else if((BUS_ADDR == TimerBaseAddr + 8'h01) & BUS_WE)
        InterruptRate <= BUS_DATA;
end
always@(posedge CLK) begin
    if(RESET | (BUS_ADDR == TimerBaseAddr + 8'h02))
        Timer <= 0;
    else begin
        if((DownCounter == 0))
            Timer <= Timer + 1'b1;
        else
            Timer <= Timer;
    end
end
always@(posedge CLK) begin
    if(RESET)
        InterruptEnable <= InitialIterruptEnable;
    else if((BUS_ADDR == TimerBaseAddr + 8'h03) & BUS_WE)
        InterruptEnable <= BUS_DATA[0];
end
always@(posedge CLK) begin
    if(RESET) begin
        TargetReached <= 1'b0;
        LastTime <= 0;
    end 
    else if((LastTime + InterruptRate) == Timer) begin
        if(InterruptEnable)
            TargetReached <= 1'b1;
        LastTime <= Timer;
    end 
    else
        TargetReached <= 1'b0;
end
always@(posedge CLK) begin
    if(RESET)
        Interrupt <= 1'b0;
    else if(TargetReached)
        Interrupt <= 1'b1;
    else if(BUS_INTERRUPT_ACK)
        Interrupt <= 1'b0;
end
assign BUS_DATA = (TransmitTimerValue) ? Timer[7:0] : 8'hZZ;
assign BUS_INTERRUPT_RAISE = Interrupt;
endmodule
==> /design/flow/run.sh <==
#!/bin/bash
# OpenROAD 26Q1-2900-gdf79404cd8, Yosys 0.63+post, stock flow scripts
make -C /OpenROAD-flow-scripts/flow DESIGN_CONFIG=/design/flow/config.mk WORK_HOME=/design/flow/orfs finish
==> /design/flow/config.mk <==
export PLATFORM = sky130hd
export DESIGN_NAME = Timer
export DESIGN_NICKNAME = Timer
export VERILOG_FILES = /design/flow/design.v
export SDC_FILE = /design/flow/constraint.sdc
export NUM_CORES = 4
export LEC_CHECK = 1
export CORE_UTILIZATION = 50
==> /design/flow/constraint.sdc <==
current_design Timer

set clk_period 8.9
set clk_io_pct 0.2

create_clock -name clk0 -period $clk_period [get_ports {CLK}]

set non_clock_inputs [all_inputs -no_clocks]
set_input_delay [expr $clk_period * $clk_io_pct] -clock clk0 $non_clock_inputs
set_output_delay [expr $clk_period * $clk_io_pct] -clock clk0 [all_outputs]
==> out/results.tsv <==
metric	value	unit
ys_types	56	
synth_flops	107	
tool.error	[error] [KeplerFormal.cpp:679] Workflow failed: Iso has multiple drivers: .BUS_DATA0, BUS_DATA[0]$_SDFFE_PP0N_.Q0	
port_buffers	12	
ys_cells	684	
netlist_logic_family_top	simple AND/OR/NAND/NOR gates	
cts.sinks	107	
synth-edff-count	0	
adder_share	2.65	%
top_area_share	36.0	%
topCellsByArea	dfxtp_1 36%, xor2_1 8.4%, mux2i_1 6.7%	
post_cts_resized	0	
netlist_instances	684	
die_h	111	µm
htreeDepth	3	
synth.avg_cell_area	8.69	µm²
io_pins	21	
clock-root-buffer	clkbuf_16	
synthAoiAreaFrac	7.35	%
clockBufferDepth	2	
die_x	111	µm
status	aborted with a tool error	
postCtsSetupBuffers	0	
synth_area_leader_cell	dfxtp_1	
globalplace.congestion	0.900	
yosys_area	5940	µm²
dpl.hpwl	8540	µm
failing_step	clock tree synthesis (4_1_cts)	
simple_gate_area_share	28.8	%
dpl_cell_area	6080	µm²
yosysWarnings	2	
async_reset_ff_share	0	%
fp-utilization	51.6	%
synth_area	5940	µm²
synthMuxAreaShare	6.74	%
hold_buffers	0	
ff_type	dfxtp_1	
cts-buffers-inserted	9	
yosys.stat.seqShare	36.0	%
xor_area_share	14.7	%
rows	39	
## cell usage after synthesis (3+ instances only)
library cell	instances
nand2_1	38
buf_1	3
nand3_1	42
or3_1	5
ha_1	11
nand2b_1	62
a31oi_1	5
nor4_1	11
buf_2	3
inv_1	10
xnor2_1	43
a21oi_1	17
and4_1	6
clkbuf_1	19
nand4_1	18
xor2_1	57
buf_12	4
nor4b_1	3
and3_1	14
a21o_1	3
nor2b_1	6
nor2_1	91
nor3_1	11
mux2i_1	40
and2_1	5
o211ai_1	5
o21ai_0	11
dfxtp_1	107
## cell families after synthesis
kind of cell / Yosys count
flip-flops: 107
adder cells (fa/ha/maj): 12
XOR/XNOR: 100
buffers and inverters: 40
AND-OR/OR-AND: 61
AND/OR/NAND/NOR: 324
multiplexers: 40
## metrics by stage
stage	util (%)	cells	power [W]	hold slack (ns)	setup slack, ns
2_1_floorplan	-	684	0.000526	0.430	5.22
3_3_place_gp	52.8	813	0.000536	0.446	5.00
3_5_place_dp	52.8	813	0.000537	0.456	4.92
No activity file was given, so power comes from the tool's default toggle rates.
